[/design/flow/design.v]
module dataGenerator(
    input wire [31:0] pattern,
    input wire        clk,
    input wire        enable_gener,
    input wire        reset,
    output reg [31:0] dataout,
    output reg        dataout_available
);
always @(posedge clk) begin
    if (reset) begin
        dataout_available = 0;
        case (pattern)
            3'b000: begin
                dataout[7:0] = -8'h4;;
                dataout[15:8] = -8'h3;
                dataout[23:16] = -8'h2;
                dataout[31:24] = -8'h1; 
            end
            3'b001: dataout = -32'b1;
            3'b010: dataout = 32'b10000000000000000000000000000000;
        endcase
    end
    if (enable_gener) begin
        dataout_available = 1;
        case (pattern)
            3'b000: begin
                dataout[7:0] = dataout[7:0] + 3'b100;
                dataout[15:8] = dataout[15:8] + 3'b100;
                dataout[23:16] = dataout[23:16] + 3'b100;
                dataout[31:24] = dataout[31:24] + 3'b100;
            end
            3'b001: dataout = dataout + 32'b1;
            3'b010: dataout = {dataout[30:0], dataout[31]};
        endcase
    end else begin
        dataout_available = 0;
    end
end
endmodule
module checkData(
    input wire [31:0] data_to_check,
    input wire [31:0] pattern,
    input wire        clk,
    input wire        reset_err_counter,
    input wire        reset_pattern,
    input wire        check_for_errors,
    input wire        enable_pattern,
    output reg [31:0] error_count
);
wire [31:0] correct_data;
always @(posedge clk) begin
    if (reset_err_counter) begin
        error_count <= 32'b0;
    end
    if (check_for_errors) begin
        if(data_to_check != correct_data) begin
            error_count <= error_count + 1;
        end
    end
end
dataGenerator dataGenCheck(
    .clk(clk),
    .enable_gener(enable_pattern),
    .pattern(pattern),
    .reset(reset_pattern),
    .dataout(correct_data)
);
endmodule
[/design/flow/run.sh]
#!/bin/bash
# OpenROAD 26Q1-2900-gdf79404cd8, Yosys 0.63+post, stock flow scripts
make -C /OpenROAD-flow-scripts/flow DESIGN_CONFIG=/design/flow/config.mk WORK_HOME=/design/flow/orfs finish
[/design/flow/config.mk]
export PLATFORM = sky130hd
export DESIGN_NAME = checkData
export DESIGN_NICKNAME = checkData
export VERILOG_FILES = /design/flow/design.v
export SDC_FILE = /design/flow/constraint.sdc
export NUM_CORES = 4
export LEC_CHECK = 1
export CORE_UTILIZATION = 40
[/design/flow/constraint.sdc]
current_design checkData

set clk_period 11.1
set clk_io_pct 0.2

create_clock -name clk0 -period $clk_period [get_ports {clk}]

set non_clock_inputs [all_inputs -no_clocks]
set_input_delay [expr $clk_period * $clk_io_pct] -clock clk0 $non_clock_inputs
set_output_delay [expr $clk_period * $clk_io_pct] -clock clk0 [all_outputs]
==> impl_metrics.json <==
{
  "yosysCellCount": 751,
  "num_antenna_cells": 0,
  "synth.avg_cell_area_um2": 7.17,
  "netlist.area_leader.share_pct": 23.8,
  "cts_sinks": 64,
  "gp_congestion": 0.986,
  "holdPathStages": 2,
  "finalCritPeriodShare_pct": 57.8,
  "cts-root-buf": "clkbuf_16",
  "max-cap-violations": 0,
  "max_stage_delay_ns": 0.79,
  "route.detailed.drc": 0,
  "via_per_inst": 6.32,
  "numSynthFlops": 64,
  "yosys_area_um2": 5380,
  "yosys_warnings": 2,
  "async_flop_share_pct": 0,
  "slew_headroom_pct": 46.6,
  "synth_area_um2": 5380,
  "hold_viol": 0,
  "grt_pass1_wl_mm": 34.1,
  "antenna_found_initial": 0,
  "largest_area_cell": "dfxtp_1",
  "cts_made_buffers": 9,
  "cp-start-kind": "input port",
  "layout_top_cells": "clkdlybuf4s50_1, nand2_1, o21ai_0, dfxtp_1",
  "fillerInstances": 1257,
  "dp_cells": 997,
  "grt_pass1_vias": 5934,
  "cp.required_ns": 11.38,
  "globalRoute.totalOverflow": 0,
  "drt-wirelength-per-cell_um": 21.8,
  "finClkSkew_ns": 0.00858,
  "ant_nets": 0,
  "drv_slew": 0,
  "cp_cell_sequence": "clkdlybuf4s50_1 > nor4_2 > nand4_2 > nor4_4 > a21oi_1 > inv_1 > ha_1 > nand4_1 > o31ai_4 > o211ai_2 > nor4b_2 > nand2_1 > or4_1 > nand3_1",
  "via_count": 6391,
  "tool_warnings": 25,
  "lay_top_count": "clkdlybuf4s50_1",
  "insertion_delay_ns": 0.35,
  "synth-edff-count": 0,
  "yosysSeqAreaShare_pct": 23.8,
  "critical_path.endpoint_type": "flip-flop",
  "cp_max_fo": 16,
  "cts_tree": "done",
  "fin_setup_tns_ns": 0,
  "total_power_mw": 0.623,
  "die_y_um": 118,
  "drtIter0Drc": 628,
  "firstDrtPassIters": 5,
  "setup_viol": 0,
  "port_buffers": 100,
  "worst-setup-path-type": "input port to flip-flop",
  "grt_max_degree": 34,
  "htree_levels": 3,
  "core_um2": 13200,
  "die_x_um": 118,
  "clkTransAtPathRegs_ns": 0.06,
  "die-area_um2": 13900,
  "cts_setup_buffers": 0,
  "cts_hold_buffers": 0,
  "peakVddDrop_mv": 0.0599,
  "area_delta_synth_final_pct": 26.9,
  "worst_pin_slew_ns": 0.795,
  "p_leak_nw": 2.54,
  "fp_util_pct": 40.8,
  "num_rows": 42,
  "max_clock_freq_mhz": 156,
  "io-pin-count": 101,
  "cts_resized": 0,
  "rsz0062_at_grt": "false",
  "status": "finished, final reports clean",
  "critPathArrivalTime_ns": 6.70,
  "worstHoldPathType": "flip-flop to flip-flop",
  "synthCells": 751,
  "yosys-top-cells-area": "dfxtp_1, o21ai_0, nand2_1",
  "fin_cells": 1012,
  "grt.total_usage_pct": 32.4,
  "ys.flop_type": "dfxtp_1",
  "hpwl_mm": 16.1,
  "reg2reg_depth": 9,
  "finalCriticalPeriod_ns": 6.42,
  "wl_mm": 22.0,
  "synth_cell_type_count": 71,
  "clk_path_buf_depth": 2,
  "power_per_cell_area_nw_per_um2": 91.2,
  "slowest_stage": "nor4_4",
  "layout-drive-gt1-share_pct": 6.10
}
==> through the flow <==
step                      utilization (%)  hold WS (ns)  worst slack (ns)  cell area [um^2]
after floorplan                         -         0.422              5.29              5380
after global placement               49.6         0.448              4.52              6540
after detailed placement             49.6         0.462              4.39              6540
after CTS                            51.8         0.473              4.75              6830
after global routing                 51.8         0.493              4.31              6830
final                                51.8         0.473              4.68              6830
==> layer usage <==
metal	global-route usage [%]	up-vias	wire, um
li1	-	2989	-
met1	46.8	2949	9510
met2	45.5	369	9160
met3	8.37	84	2220
met4	15.1	0	1140
met5	0	-	0
==> area by class of cell <==
cell class	count	area (um^2)	share of cell area, %
inverters	20	75.1	1.10
clock inverters	3	42.5	0.623
clock buffers	12	246	3.61
well taps	176	220	3.22
multi-input cells	622	3850	56.4
repair buffers	115	1110	16.3
flip-flops and latches	64	1280	18.8
==> cell families after synthesis <==
family | count (synthesis) | share of synthesized area [%]
buffers and inverters | 65 | 4.65
AND/OR/NAND/NOR | 311 | 31.5
XOR/XNOR | 40 | 6.51
multiplexers | 13 | 2.42
flip-flops | 64 | 23.8
adder cells (fa/ha/maj) | 6 | 1.39
AND-OR/OR-AND | 252 | 29.7
==> critical path, delay by kind of cell <==
kind | cells | cell delay, ns
and+or+nand+nor | 8 | 2.90
AOI/OAI and AO/OA | 3 | 0.81
buffers and inverters | 2 | 0.52
adders and majority gates | 1 | 0.24
==> cells in the mapped netlist, types with 4 or more instances <==
cell and number:
nand2_1 94, o21ai_0 79, dfxtp_1 64, a21oi_1 60, nor2_1 60, clkbuf_1 38
xor2_1 36, nand3_1 34, and3_1 22, inv_1 20, nand4_1 18, nor3_1 18
o31ai_1 14, mux2i_1 13, a31oi_1 12, nor4_1 12, a21o_1 11, a22oi_1 10
o22ai_1 8, and2_1 7, ha_1 6, and4_1 5, buf_2 5, nor4_2 5
nor4_4 5, o21a_1 5, a211oi_1 4, a41oi_1 4, nor4b_1 4, o21ai_1 4
o221ai_1 4, o41ai_1 4, xnor2_1 4
==> power by group <==
group	total (mW)	internal (mW)	switching [mW]
logic	0.0849	0.0438	0.0411
clock network	0.291	0.179	0.113
registers	0.247	0.235	0.0120
==> registers in the layout (all words and copies together) (netlist names) <==
register              flops
error_count              32
dataGenCheck.dataout     32
==> final timing paths <==
| kind | from | to | slack, ns |
|---|---|---|---|
| setup / recovery | pattern[18] | dataGenCheck.dataout[30] | 4.68 |
| hold / removal | error_count[31] | error_count[31] | 0.47 |
| setup reg to reg | dataGenCheck.dataout[21] | error_count[19] | 7.76 |
| hold reg to reg | error_count[31] | error_count[31] | 0.47 |
Power and IR drop assume default switching activity.
